<file path="/design/flow/config.mk">
export PLATFORM = sky130hd
export DESIGN_NAME = Accumulator
export DESIGN_NICKNAME = Accumulator
export VERILOG_FILES = /design/flow/design.v
export SDC_FILE = /design/flow/constraint.sdc
export NUM_CORES = 4
export LEC_CHECK = 1
export CORE_UTILIZATION = 30
</file>
<file path="/design/flow/constraint.sdc">
current_design Accumulator

set clk_period 7.9
set clk_io_pct 0.2

create_clock -name clk0 -period $clk_period [get_ports {Clk}]

set non_clock_inputs [all_inputs -no_clocks]
set_input_delay [expr $clk_period * $clk_io_pct] -clock clk0 $non_clock_inputs
set_output_delay [expr $clk_period * $clk_io_pct] -clock clk0 [all_outputs]
</file>
<file path="/design/flow/design.v">
module Accumulator(
     input Clk, Reset,
	  input wire [8-1:0] row_id_out,
	  input wire row_id_empty,
	  output reg row_id_rd_en,
	  output reg mult_rd_en,
     input wire mult_empty,
     input wire [16-1:0] mult_out,
	  output reg [8-1:0] wr_addr,
	  output reg [16-1:0] wr_data,
	  output reg wr_en
	);
	initial begin
		wr_addr<=0;
		wr_data<=0;
		wr_en<=0;
		row_id_rd_en<=0;
		mult_rd_en<=0;
	end
	always@(posedge Clk) begin
		if(Reset) begin
			wr_addr<=0;
			wr_data<=0;
			wr_en<=0;
			row_id_rd_en<=0;
			mult_rd_en<=0;
		end else begin
			if(~row_id_empty && ~mult_empty) begin			
				row_id_rd_en<=1;
				mult_rd_en<=1;
				if(row_id_rd_en && mult_rd_en) begin
					if(wr_en) begin
						wr_en<=0;
						wr_data<=mult_out;
						wr_addr<=row_id_out;
					end else begin
						if(row_id_out!=wr_addr) begin
							wr_en<=1; 
						end
						wr_data<=wr_data+mult_out;
					end
				end
			end else begin
				row_id_rd_en<=0;
				mult_rd_en<=0;
			end
		end
	end  
endmodule
</file>
<file path="/design/flow/run.sh">
#!/bin/bash
# OpenROAD 26Q1-2900-gdf79404cd8, Yosys 0.63+post, stock flow scripts
make -C /OpenROAD-flow-scripts/flow DESIGN_CONFIG=/design/flow/config.mk WORK_HOME=/design/flow/orfs finish
</file>
==> results.yml <==
# synthesis and place-and-route metrics
drt:
  num_vias: 1865
  diodes: 0
  drt_first_pass_iters: 4
  drt_iter0_drc: 110
  post_drt_wl_per_cell_um: 13.4
  routed_wl_um: 4810
  wl_met2_um: 1990
  dr_wl_met3_um: 338
  drc: 0
  drt-met1-wl_um: 2460
  viasPerCell: 5.18
  postRouteAntennaNets: 0
  highest_layer: "met4"
yosys:
  postSynthSeqShare_pct: 27.7
  edf_count: 0
  top_logic_kind: "AND-OR/OR-AND gates"
  ys_cells: 237
  synthArstFlopShare_pct: 0
  yosys.area_share.simple_pct: 19.8
  xor_area_share_pct: 8.86
  ys_sh_aoi_pct: 27.0
  yosys_area_mm2: 0.00188
  fa_ha_area_share_pct: 11.1
  ys_seq_elements: 26
  synth.yosys.warnings: 1
  yosys.cell_types.count: 46
  syn_inst: 237
  synth-main-ff-cell: "dfxtp_1"
  synthMuxAreaShare_pct: 2.13
  avgSynthCellArea_um2: 7.92
  synth_area_mm2: 0.00188
final_layout:
  fin_util_pct: 42.5
  drive_above_1_share_pct: 4.91
  instances_no_fill: 360
  area_growth_pct: 35.6
clock_tree:
  clk_path_buf_depth: 2
  post_cts_buffers: 0
  ctsHoldBuffers: 0
  clkTransAtPathRegs_ps: 100
  cts_resized: 0
  worst_skew_pair.late_latency_ps: 280
  tritoncts: "done"
  cts_made_buffers: 3
  htreeDepth: 1
  cts-root-buf: "clkbuf_8"
  cts.sinks: 26
grt:
  overflow: 0
  grt_antenna_before_repair: 0
  first_global_vias: 1752
  grt_max_degree: 31
  track_usage_pct: 16.0
  grt_pass1_wl_um: 8270
setup_path:
  critPathMaxStageDelay_ps: 420
  critPathLaunchType: "primary input"
  crit_family: "AND-OR/OR-AND gates"
  worstSetupEndpointType: "flop"
  worst_ep_arrival_time_ps: 4110
  slowest_stage: "clkdlybuf4s50_1"
  crit_buf_inv: 1
  worstPathMaxFanout: 3
  crit_chain: "clkdlybuf4s50_1, ha_1, fa_1, a21o_1, a21oi_1, o211ai_1, and3_1, a221oi_1, xor2_1, o22ai_1"
  setup.worst_path.class: "primary input to flop"
  crit_required_ps: 8070
timing:
  finClkSkew_ps: 2.08
  rsz0062_at_grt: "false"
  maxSlewViolCount: 0
  tightest_slew_ps: 450
  slew_headroom_pct: 69.9
  period_used_pct: 49.9
  final-setup-viol-count: 0
  tns_ps: 0
  period_needed_ps: 3940
  holdWs_ps: 484
  fmax_ghz: 0.254
  hold_viol: 0
worst_hold_path:
  holdCritPathClass: "flop to flop"
die:
  ios: 55
  fp_util_pct: 31.3
  rows: 28
  core_area_mm2: 0.00599
  die_y_um: 81.1
  die_x_um: 81.1
  die-area_mm2: 0.00658
run:
  warning_count: 25
  maxCapViolCount: 0
placement:
  hpwl_um: 3430
  dp_cells: 356
  placement.io_buffers: 54
  place_congestion: 0.847
power_and_ir_drop:
  power_leakage_nw: 0.954
  power_density_mw_per_mm2: 121
  vdd_drop_max_uv: 109
outcome:
  status: "finished clean"
-- cell usage after synthesis (3+ instances only) --
master,count,share of area [%]
a21o_1,8,3.2
nand3_1,5,1.3
o21ai_0,10,2.7
a211oi_1,7,2.8
nand2_1,39,7.8
nor3_1,3,0.80
ha_1,15,10
a31oi_1,5,1.7
xnor2_1,14,6.5
a21oi_1,22,5.9
dfxtp_1,26,28
a21oi_2,3,1.4
nor2_1,18,3.6
o211ai_1,4,1.6
xor2_1,5,2.3
nor2b_1,3,1.0
mux2i_1,4,2.1
and3_1,4,1.3
clkbuf_1,11,2.2
-- stage by stage --
step | power (W) | setup slack (ps) | cell area (um2)
floorplan | 0.000170 | 4310 | 1880
CTS | 0.000314 | 3950 | 2550
global route | 0.000323 | 3770 | 2550
detailed placement | 0.000196 | 3640 | 2470
global placement | 0.000196 | 3660 | 2470
finish | 0.000309 | 3960 | 2550
-- layer usage --
metal | GRT usage (%) | vias up
li1 | - | 954
met1 | 24.7 | 857
met2 | 24.3 | 52
met3 | 3.19 | 2
met4 | 1.43 | 0
met5 | 0 | -
-- path summary, 6_finish.rpt --
check	start	endpoint	slack, ps	cells after the start
max reg2reg	wr_data[0]	wr_data[14]	5370	9
min reg2reg	wr_data[2]	wr_data[2]	480	2
min	wr_data[2]	wr_data[2]	480	2
max	mult_out[0]	wr_data[14]	3960	10
-- cells by family (layout without fill, tap and decap cells) --
logic type,count (synthesis),in the layout
flops,26,26
compound gates,76,76
xor+xnor,19,19
simple gates,82,82
fa+ha+maj,16,16
buf+inv,14,62
mux,4,4
-- where the power goes --
part | internal [W] | leakage, nW | switching (W)
Sequential | 0.000133 | 0.210 | 0.00000169
Clock | 0.0000679 | 0.0357 | 0.0000480
Combinational | 0.0000312 | 0.708 | 0.0000271
-- state kept, by name (all words and copies together), names as in the netlist --
| name | cells |
|---|---|
| wr_en | 1 |
| mult_rd_en | 1 |
| wr_addr | 8 |
| wr_data | 16 |
-- worst reg2reg max path: stages (launching register included) --
cell      delay (ps)
dfxtp_1          340
ha_1             210
fa_1             410
a21o_1           190
a21oi_1          210
o211ai_1         200
and3_1           230
a221oi_1         360
xor2_1           180
o22ai_1           90
-- area by class of cell --
type	instances	area (um2)
clock buffer	3	41.3
clock inverter	1	30.0
fill	591	3440
inverter	1	3.75
multi-input combinational	197	1290
sequential	26	520
tap	75	93.8
timing repair buffer	57	563
-- cells in the final DEF, fill, tap and decap left out, types with 7 or more instances in the layout --
cell type,n
nand2_1,39
a21o_1,8
ha_1,15
a211oi_1,7
o21ai_0,10
dfxtp_1,26
xnor2_1,14
a21oi_1,22
nor2_1,18
clkdlybuf4s50_1,54
Power and IR drop assume default switching activity.
